$ cat flow/run.sh
#!/bin/bash
# OpenROAD 26Q1-2900-gdf79404cd8, Yosys 0.63+post, stock flow scripts
make -C /OpenROAD-flow-scripts/flow DESIGN_CONFIG=/design/flow/config.mk WORK_HOME=/design/flow/orfs finish
$ cat flow/config.mk
export PLATFORM = sky130hd
export DESIGN_NAME = NEGATOR_16
export DESIGN_NICKNAME = NEGATOR_16
export VERILOG_FILES = /design/flow/design.v
export SDC_FILE = /design/flow/constraint.sdc
export NUM_CORES = 4
export LEC_CHECK = 1
export CORE_AREA = 10 10 70 70
export DIE_AREA = 0 0 80 80
$ cat flow/constraint.sdc
current_design NEGATOR_16

set clk_period 1.0
set clk_io_pct 0.2

create_clock -name clk0 -period $clk_period

set non_clock_inputs [all_inputs -no_clocks]
set_input_delay [expr $clk_period * $clk_io_pct] -clock clk0 $non_clock_inputs
set_output_delay [expr $clk_period * $clk_io_pct] -clock clk0 [all_outputs]
$ cat flow/design.v
module NEGATOR_16(Y,IN);
    output [15:0]Y;
    input [15:0]IN;
    nand(Y[0],IN[0],IN[0]);
    nand(Y[1],IN[1],IN[1]);
    nand(Y[2],IN[2],IN[2]);
    nand(Y[3],IN[3],IN[3]);
    nand(Y[4],IN[4],IN[4]);
    nand(Y[5],IN[5],IN[5]);
    nand(Y[6],IN[6],IN[6]);
    nand(Y[7],IN[7],IN[7]);
    nand(Y[8],IN[8],IN[8]);
    nand(Y[9],IN[9],IN[9]);
    nand(Y[10],IN[10],IN[10]);
    nand(Y[11],IN[11],IN[11]);
    nand(Y[12],IN[12],IN[12]);
    nand(Y[13],IN[13],IN[13]);
    nand(Y[14],IN[14],IN[14]);
    nand(Y[15],IN[15],IN[15]);
endmodule
==> deck_impl_summary.md <==
Synthesis and Place & Route Summary

Critical path
  • Crit path max fanout: 1
  • Setup crit start: IN[11]
  • CP Launch Type: input pin
  • Critical path class: input pin to output port
  • Critical Path RT: ~800 ps
  • Crit end category: output port
  • CP arrival: approximately 780 ps

Final timing
  • Fmax: between 1000 and 1500 MHz
  • Post-Route Setup TNS: 0 ps
  • Fin. max-slew vios: 0
  • Number of setup violations in the final report: 0
  • RSZ-0062 raised after global routing: no
  • Relative slew slack: 0.962
  • WHS: 616 ps
  • Slew at the pin closest to its max-slew limit: approximately 57 ps
  • Fin crit period: between 900 and 1000 ps
  • Cycle use final: 0.981
  • Fin. Hold Viols: 0

Min path
  • Hold Path Class: input pin to output port
  • Beginning of the worst hold path: IN[6]

Synthesis
  • XOR/XNOR Area Share: 0
  • Mean Syn Cell Area: between 3 and 4 sq um
  • Synth top cell by count: inv_1
  • Yosys aoi share: 0
  • Main area contributors after synthesis: inv_1 (100%)
  • Mux share: 0
  • Post-Syn Instances: 16
  • Sequential area share after synthesis: 0
  • Yosys cell count: 16
  • Share of the synthesized area in the top cell type: 1.00
  • Largest non-sequential cell family by area: buffers and inverters
  • Synth top cells by count: inv_1 (16)
  • Post-Syn Area: around 60 sq um
  • Yosys synthesis chip area: ~60 sq um
  • Synth warnings: 0
  • Fa+ha+maj area frac: 0
  • Simple-gate share of the synthesized area: 0
  • Post-synthesis cell type count: 1
  • Synth area leader: inv_1

Run
  • Log Warnings: 32
  • Max-Cap Viols: 0

Final layout
  • Post-route cell area: ~390 sq um
  • Layout Cells excl Fill: ~94
  • Combinational gate count: 0
  • Layout cells sized above 1: 0.125
  • Comb gate area: 0 sq um
  • Flop Count: 0
  • Fill cells: around 420
  • FF+latch area: 0 sq um
  • Synthesis-to-layout area growth: 554%
  • Final core occ: 0.115
  • CLK BUF: 0

Floorplan
  • Chip area: 0.00640 sq mm
  • Core area: ~0.0034 sq mm
  • Starting Density: 0.0176
  • Die W: 80 um
  • Row Count: 21
  • Die Y: 80 um
  • Total I/O pin count: 32

Route
  • WL final: between 600 and 700 um
  • DR WL/cell: between 6 and 7 um
  • TritonRoute pass-1 iters: 1
  • Residual DRC: 0
  • Ant. Diodes: 0
  • Detail Route Antenna Nets: 0
  • Vias per cell: roughly 2.0
  • Initial DRC Count: 0
  • DR vias: between 150 and 200

CTS
  • Count of hold-fix buffers inserted at cts: 0
  • # Post-CTS Setup Buffers: 0

Place
  • Post-DP HPWL: between 600 and 700 um
  • Dpl cell area: about 440 sq um
  • Dpl cells: between 90 and 100
  • I/O Buffers: 32
  • GP Congestion: slightly above 0.7

GRT
  • Total GRT Usage: 0.0175
  • Largest net degree at the start of global routing: 2
  • Vias in the first global route: around 180
  • Remaining Overflow, GRT: 0
  • First-pass GRT wire length: between 900 and 1000 um
  • Initial antenna violation count: 0

Pwr
  • VDD IR max: ~0.00003 V
  • Pwr/cell area: between 200 and 250 mW/mm^2
  • Leak: 0.000274 uW

Outcome
  • Status: completed
[cell usage in the layout, fill, tap and decap left out]
master            n
dlygate4sd2_1    20
inv_1            16
buf_2             6
dlymetal6s2s_1    4
clkdlybuf4s50_1   2
[worst paths after layout]
path                 to  slack, ps  depth (start not counted)
hold / removal     Y[6]        620                          3
setup / recovery  Y[11]         20                          3
[routing by layer]
metal  share of wire  track usage  vias to the layer above
li1                -            -                       96
met1            0.39       0.0211                       76
met2            0.49       0.0321                       15
met3            0.11      0.00455                        0
met4               0            0                        0
met5               0            0                        -
[critical path, stage by stage]
cell and delay [ps]:
clkdlybuf4s50_1 450, inv_1 30, buf_2 100
[timing repair]
action | CTS | global route
setup endpoints to repair | 16 | 4
endpoints found under the hold margin | 0 | 0
resized | 38 | 4
[metrics by stage]
stage | worst slack [ps] | total power (uW)
after global routing | 6.47 | 99.3
after CTS | 8.18 | 92.9
after detailed placement | -357 | 134
after global placement | -336 | 132
after floorplan | 587 | 4.75
final | 18.9 | 87.1
[layout make-up]
type	count	area (sq um)	share of cell area
timing repair buffer	32	275	0.701
inverter	16	60.1	0.153
tap	46	57.6	0.146
[logic make-up (layout without fill, tap and decap cells)]
logic type	count (synthesis)	count (layout)
buffers and inverters	16	48
[power by group]
group | internal, uW | switching, uW
registers | 0 | 0
logic | 68.0 | 19.0
clock network | 0 | 0
total | 68.0 | 19.0
Power is estimated from default activity; no workload was simulated.
